===== flow/run.sh =====
#!/bin/bash
# OpenROAD 26Q1-2900-gdf79404cd8, Yosys 0.63+post, stock flow scripts
make -C /OpenROAD-flow-scripts/flow DESIGN_CONFIG=/design/flow/config.mk WORK_HOME=/design/flow/orfs finish

===== flow/config.mk =====
export PLATFORM = sky130hd
export DESIGN_NAME = rom_led
export DESIGN_NICKNAME = rom_led
export VERILOG_FILES = /design/flow/design.v
export SDC_FILE = /design/flow/constraint.sdc
export NUM_CORES = 4
export LEC_CHECK = 1
export CORE_AREA = 10 10 110 110
export DIE_AREA = 0 0 120 120

===== flow/constraint.sdc =====
current_design rom_led

set clk_period 2.9
set clk_io_pct 0.2

create_clock -name clk0 -period $clk_period [get_ports {clk}]

set non_clock_inputs [all_inputs -no_clocks]
set_input_delay [expr $clk_period * $clk_io_pct] -clock clk0 $non_clock_inputs
set_output_delay [expr $clk_period * $clk_io_pct] -clock clk0 [all_outputs]

===== flow/design.v =====
module rom_led (
    input  wire        clk,          
    input  wire        en_write,     
    input  wire [8:0]  addr,         
    input  wire [8:0]  wdata,        
    output wire [8:0]  rdata,         
	 output wire [8:0]  MEM0,
	 output wire [8:0]  MEM1,
	 output wire [8:0]  MEM2,
	 output wire [8:0]  MEM3
);
    reg [8:0] memory [0:3];
	 assign MEM0 = memory[0];
	 assign MEM1 = memory[1];
	 assign MEM2 = memory[2];
	 assign MEM3 = memory[3]; 
    initial begin
        memory[0]  = 9'b111111111;  
        memory[1]  = 9'b111111111;
        memory[2]  = 9'b111111111;  
        memory[3]  = 9'b111111111;
    end
    always @(posedge clk) begin
        if (en_write) begin
            memory[addr] <= wdata;
        end
    end
    assign rdata = memory[addr];
endmodule

==> results_dict.tcl <==
# flow metrics
set metrics [dict create \
    path_clk_slew_ns 0.06 \
    top_area_share_pct 80.3 \
    coreArea_um2 9770 \
    hold_viol 0 \
    critPathLaunch "addr[1]" \
    wirelength_um 3740 \
    chip_area_um2 14400 \
    path_max_fanout 13 \
    ys_area_um2 1350 \
    fmax_mhz 385 \
    synth.yosys.seq_area_share_pct 80.3 \
    cts_buffer_depth 2 \
    netlist_area_um2 1350 \
    power_frac_seq_pct 57.7 \
    largest_reg_flops 36 \
    cts_made_buffers 5 \
    dp_hpwl_um 3060 \
    ant_nets 0 \
    setup_viol 0 \
    p_leak_nw 0.735 \
    cts.htree.levels 2 \
    slew_headroom_pct 79.6 \
    total_power_mw 1.06 \
    swShare_pct 18.9 \
    grt_max_degree 14 \
    first_iter_violations 28 \
    crit_required_ns 2.32 \
    area.growth.synth_to_final_pct 64.9 \
    hp-class "primary input to flip-flop" \
    ys.flops 36 \
    ios 65 \
    firstDrtPassIters 3 \
    tool_warnings 32 \
    cts_tree "done" \
    ir_worst_vdd_v 0.000130 \
    syn-instance-count 51 \
    portBuffers 57 \
    post_drt_via_cell_ratio 3.11 \
    place.gp.congestion 0.741 \
    die_w_um 120 \
    yosys_warnings 1 \
    reg_top3 "memory (36)" \
    diodes 0 \
    min_from "wdata[0]" \
    drive_above_1_share_pct 17.6 \
    drc 0 \
    row_count 36 \
    tightest_slew_ns 0.306 \
    drv_cap 0 \
    top_register "memory" \
    period_used_pct 89.6 \
    finalSetupTns_ns 0 \
    antenna_found_initial 0 \
    critPathKind "primary input to primary output" \
    synth.avg_cell_area_um2 26.4 \
    wire_per_inst_um 14.8 \
    power_frac_clock_pct 29.8 \
    rsz0062_at_grt "no" \
    internal-power_uw 860 \
    cp.arrival_ns 2.02 \
    synth_cell_types 8 \
    startpoint_type "primary input" \
    comb_power_share_pct 12.5 \
    period_needed_ns 2.60 \
    gr-total-overflow 0 \
    grt_usage_pct 5.11 \
    slew_violations 0 \
    outcome "finished clean" \
    clkSinkCount 36 \
    vias 784 \
    powerDensity_nw_per_um2 477 \
    min_to "memory[3][0]$_DFFE_PP_" \
    yosys-stat-cells 51 \
    cts-root-buf "clkbuf_8" \
    min_path_cells 1 \
    initial_utilization_pct 13.8 \
    worst_setup_path_end_kind "primary output" \
    topCellsByArea "edfxtp_1 80%, mux4_2 10%, mux4_1 5.9%, and3b_2 1.5%, buf_6 0.84%" \
    fp.dieH_um 120 \
    grt_pass1_wl_um 5380 \
    top_area_cell "edfxtp_1" \
    net-switching-power_uw 200 \
    grt_pass1_vias 889 \
]
-- layout make-up --
| type | count | area [um^2] |
|---|---|---|
| Fill cell | 1031 | 7550 |
| Sequential cell | 36 | 1080 |
| Timing Repair Buffer | 62 | 641 |
| Multi-Input combinational cell | 13 | 249 |
| Tap cell | 133 | 166 |
| Clock buffer | 5 | 68.8 |
| Clock inverter | 3 | 13.8 |
-- synth_stat cells --
master and n:
edfxtp_1 36, mux4_2 6, mux4_1 3, and3b_2 2
and3_2 1, buf_2 1, buf_6 1, nor3b_1 1
-- repair_timing --
item / in CTS / in global routing
setup endpoints to repair: 0 / 1
hold buffers: 0 / 0
gates resized: 0 / 1
buffers inserted: 0 / 0
endpoints found under the hold margin: 0 / 0
-- cells in the final DEF, fill, tap and decap left out --
master and n:
and3_2 1, and3b_2 2, buf_12 1, buf_4 3, clkbuf_16 1, clkbuf_8 5
clkdlybuf4s50_1 56, clkinv_1 1, clkinv_2 2, dlymetal6s2s_1 1, edfxtp_1 36, mux4_1 3
mux4_2 6, nor3b_1 1
-- how the worst max path moves through the flow --
stage / endpoint / slack, ns / cells past startpoint
CTS: rdata[8] / 0.06 / 4
global route: rdata[7] / 0.25 / 4
finish: rdata[7] / 0.30 / 4
-- worst max-delay path, stage by stage --
cell	delay, ns
clkdlybuf4s50_1	0.46
buf_4	0.21
mux4_2	0.34
clkdlybuf4s50_1	0.43
-- power by group through the flow --
stage     logic [mW]  clock network [mW]  registers (mW)
4_1_cts        0.134               0.330           0.612
5_1_grt        0.144               0.357           0.615
6_report       0.132               0.315           0.612
-- layer usage --
layer / global-route usage (%) / part of all wire [%]
met1: 5.28 / 34
met2: 8.87 / 52
met3: 3.19 / 13
met4: 0.603 / 1.2
met5: 0 / 0
-- logic make-up after synthesis --
| logic type | synth area share (%) |
|---|---|
| DFF | 80.3 |
| muxes | 15.9 |
| buffers and inverters | 1.21 |
| and+or+nand+nor | 2.60 |
-- stage by stage --
| stage | utilization [%] | hold WS [ns] | instance area, um^2 | std cells | worst slack [ns] |
|---|---|---|---|---|---|
| 5_1_grt | 22.7 | 0.947 | 2220 | 252 | 0.249 |
| 4_1_cts | 22.4 | 0.927 | 2190 | 251 | 0.0607 |
| 3_5_place_dp | 21.6 | 1.22 | 2110 | 243 | 0.0648 |
| 2_1_floorplan | - | 0.679 | 1350 | 51 | 1.00 |
| 6_report | 22.7 | 0.937 | 2220 | 252 | 0.303 |
| 3_3_place_gp | 21.6 | 1.21 | 2110 | 243 | 0.0632 |
Power and IR drop assume default switching activity.
