<file path="/design/flow/config.mk">
export PLATFORM = sky130hd
export DESIGN_NAME = rom_program
export DESIGN_NICKNAME = rom_program
export VERILOG_FILES = /design/flow/design.v
export SDC_FILE = /design/flow/constraint.sdc
export NUM_CORES = 4
export LEC_CHECK = 1
export CORE_UTILIZATION = 30
</file>
<file path="/design/flow/constraint.sdc">
current_design rom_program

set clk_period 3.2
set clk_io_pct 0.2

create_clock -name clk0 -period $clk_period [get_ports {clk}]

set non_clock_inputs [all_inputs -no_clocks]
set_input_delay [expr $clk_period * $clk_io_pct] -clock clk0 $non_clock_inputs
set_output_delay [expr $clk_period * $clk_io_pct] -clock clk0 [all_outputs]
</file>
<file path="/design/flow/design.v">
module rom_program (
    input  wire        clk,          
    input  wire        en_write,     
    input  wire [8:0]  addr,         
    input  wire [8:0]  wdata,        
    output wire [8:0]  rdata         
);
    reg [8:0] memory [0:31];
    initial begin
        memory[0]  = 9'b001001000;  
        memory[1]  = 9'b000000001;
        memory[2]  = 9'b001000000;  
        memory[3]  = 9'b000000000;
        memory[4]  = 9'b001011000;  
        memory[5]  = 9'b010000000;
        memory[6]  = 9'b101010011;  
        memory[7]  = 9'b010010001;  
        memory[8]  = 9'b001011000;  
        memory[9]  = 9'b000001111;
        memory[10] = 9'b000101111;  
        memory[11] = 9'b001100000;  
        memory[12] = 9'b000001111;
        memory[13] = 9'b000000111;  
        memory[14] = 9'b011100001;  
        memory[15] = 9'b110111000;  
        memory[16] = 9'b011011001;  
        memory[17] = 9'b110111101;  
        memory[18] = 9'b001111000;  
        memory[19] = 9'b000000011;
        memory[20] = 9'b000000000;
        memory[21] = 9'b000000000;
        memory[22] = 9'b000000000;
        memory[23] = 9'b000000000;
        memory[24] = 9'b000000000;
        memory[25] = 9'b000000000;
        memory[26] = 9'b000000000;
        memory[27] = 9'b000000000;
        memory[28] = 9'b000000000;
        memory[29] = 9'b000000000;
        memory[30] = 9'b000000000;
        memory[31] = 9'b000000000;
    end
    always @(posedge clk) begin
        if (en_write) begin
            memory[addr] <= wdata;
        end
    end
    assign rdata = memory[addr];
endmodule
</file>
<file path="/design/flow/run.sh">
#!/bin/bash
# OpenROAD 26Q1-2900-gdf79404cd8, Yosys 0.63+post, stock flow scripts
make -C /OpenROAD-flow-scripts/flow DESIGN_CONFIG=/design/flow/config.mk WORK_HOME=/design/flow/orfs finish
</file>
==> Slide: Implementation Results <==
Synthesis and Place & Route Summary

GRT
  • First-pass GRT wire length: 37400 um
  • Total congestion overflow: 0
  • Pin count of the biggest net entering global routing: 33
  • GRT Total Usage: 0.137
  • Vias in the first global route: about 6400
  • Initial antenna violation count: 1

Drt
  • # diodes: 0
  • Via/cell ratio: between 4 and 5
  • WL final: roughly 24000 um
  • Drt first-iter violations: 371
  • Via Count: 6051
  • Routed Antenna Nets: 0
  • DRC errors left: 0
  • Wire per inst: 19.1 um
  • 1st-pass router iterations: 4

Die
  • Number of core rows: 70
  • Die X: 196 um
  • Die Height: between 150 and 200 um
  • Core area: 36800 um2
  • I/O pin cnt: 29
  • Die area: 38400 um2
  • Core Util at FP: 0.306

Final timing
  • Final hold vios: 0
  • Minimum clock period: around 3200 ps
  • RSZ-0062 raised after global routing: true
  • Max Fclk: between 300 and 400 MHz
  • Slew HR: 0.644
  • Final setup fails: 0
  • Least-Margin Pin Slew: 533 ps
  • Fin Hold WS: 915 ps
  • Fin. max-slew vios: 0
  • Setup_tns: 0 ps
  • Setup ws final: 27.7 ps
  • Crit share post-route: 0.991

Critical path
  • Worst path slowest cell: or4b_4
  • Top Family by Delay on Critical Path: buffers and inverters
  • WS Path Type: input pin to primary output
  • Crit-path cells: buf_4 > buf_6 > or4b_4 > buf_6 > o22ai_4 > nor4_2 > buf_4 > nand2_1 > clkdlybuf4s50_1
  • Crit path DAT: 2530 ps
  • WP buf/inv: 5
  • Required @ worst endpoint: 2560 ps
  • Max incr delay on CP: 570 ps
  • Type of destination of the critical path: primary output
  • Crit. Startpoint: addr[3]
  • Critical Path Start Type: input pin
  • Critical Path Fanout Max: 5

Place
  • RD Place Congestion: 0.892
  • Worst slack, placed: -577 ps
  • Port Buf Inserts: 24
  • DPL Wire Length: 14900 um
  • Placed inst area: 12800 um2
  • Number of instances in the placed design: 1189

Power
  • P_sw: 1.60 mW
  • Max VDD drop: 418 uV
  • PwrDens: 543 nW/um2
  • Reg power frac: 0.537
  • Logic gate share of total power: 0.068
  • Share of power burned in the clock network: 0.395
  • Static leakage: around 5 nW
  • Pwr Total: a little under 8 mW
  • Sw Share: 0.204
  • Internal power: 6.24 mW

Logic synthesis
  • Largest area contributor in the netlist: edfxtp_1
  • Register share after synthesis: 0.767
  • Yosys stat area: between 10000 and 15000 um2
  • Synth warn: 1
  • Mean Syn Cell Area: 17.9 um2
  • #FFs+latches synth: 288
  • Yosys stat cell total: 629
  • Library cells used by synthesis: 22
  • Mapped Cells: 629
  • Post-synth area hogs: edfxtp_1 (77%), mux2i_1 (13%), o22ai_1 (4.0%)
  • Cell Area, Synth: 11300 um2
  • Yosys top cell area share: 0.767

Layout
  • Final Core Density: 0.392
  • Fillers: 3260
  • Largest Register: memory
  • Layout area overhead: 27.8%
  • Final instance area: 14400 um2
  • Most numerous logic cells after layout: edfxtp_1 (288), mux2i_1 (134), buf_4 (94)
  • Final cell count without fillers: 1253
  • Dominant logic cell type in the layout: edfxtp_1
  • Largest regs: memory (288)
  • Max reg flops: around 290
  • Layout cells sized above 1: 0.302

Clock tree
  • H-tree level count: 1
  • Clock transition at the registers of the reported paths: 60 ps
  • CTS tree: built
  • Max Root-Sink Buffers: 3
  • TritonCTS buffer count: 28
  • Root buf cell: clkbuf_16
  • Clock Sink Count: 288

Hold path
  • Hold Path Depth: 5
  • Hold Startpoint: addr[2]
  • Hold/Removal Path Class: input pin to flip-flop
  • Hold Crit Endpoint: memory[27][8]$_DFFE_PP_

Outcome
  • Status: finished, final reports clean

Run
  • MaxCap Viol Count: 0
  • Tool warning count: 30
power by group through the flow:
stage,Clock (mW),Sequential (mW),Combinational (mW)
6_report,3.10,4.21,0.529
5_1_grt,3.32,4.21,0.572
4_1_cts,3.16,4.20,0.510
routing by layer:
metal / up-vias / share of wire / track usage / wire, um
met5: - / 0 / 0 / 0
met4: 0 / 0.022 / 0.0246 / 518
met3: 40 / 0.090 / 0.0563 / 2160
met2: 164 / 0.48 / 0.217 / 11500
met1: 3012 / 0.41 / 0.189 / 9800
li1: 2835 / - / - / -
timing repair:
item / 4_1_cts / 5_1_grt
buffers inserted: 9 / 1
hold endpoints to repair: 0 / 0
pin swaps: 12 / 16
hold buffers: 0 / 0
cloned: 5 / 0
endpoints found under the setup margin: 9 / 9
gates resized: 87 / 48
worst max-delay path by stage:
stage / end / slack, ps / cells past startpoint
finish: rdata[4] / 30 / 9
CTS: rdata[2] / 4 / 8
global route: rdata[4] / -20 / 9
Yosys cell counts, drive strengths merged:
library cell,number
buf,30
clkbuf,7
edfxtp,288
mux2i,144
nand2,11
nand3,2
nand3b,4
nand4,1
nand4b,4
nand4bb,6
nor2,29
nor3,4
nor4,18
o22ai,72
or3,1
or3b,3
or4,1
or4b,4
kinds of logic after synthesis:
family / Yosys count / share of synthesized area
compound gates: 72 / 0.0400
mux: 144 / 0.128
flops: 288 / 0.767
simple gates: 88 / 0.0461
buf+inv: 37 / 0.0190
final cells by class:
class | instances | area, um2 | share of cell area
multi-input combinational | 305 | 2960 | 0.205
clock inverter | 17 | 128 | 0.00886
tap | 468 | 586 | 0.0406
clock buffer | 32 | 737 | 0.0511
sequential | 288 | 8650 | 0.600
timing repair buffer | 143 | 1360 | 0.0940
Power is estimated from default activity; no workload was simulated.
