[/design/flow/config.mk]
export PLATFORM = sky130hd
export DESIGN_NAME = CPU
export DESIGN_NICKNAME = CPU
export VERILOG_FILES = /design/flow/design.v
export SDC_FILE = /design/flow/constraint.sdc
export NUM_CORES = 4
export LEC_CHECK = 1
export CORE_UTILIZATION = 50
[/design/flow/constraint.sdc]
current_design CPU

set clk_period 10.1
set clk_io_pct 0.2

create_clock -name clk0 -period $clk_period [get_ports {in_clk}]

set non_clock_inputs [all_inputs -no_clocks]
set_input_delay [expr $clk_period * $clk_io_pct] -clock clk0 $non_clock_inputs
set_output_delay [expr $clk_period * $clk_io_pct] -clock clk0 [all_outputs]
[/design/flow/design.v]
module CPU(
	input wire [8:0] in_Din,
	input wire in_clk,
	input wire in_re,
	input wire in_run,
	output wire [8:0]out_Addr,
	output wire [8:0]out_Dout,
	output wire out_W,
	output wire [2:0] step,
	output wire [8:0] IR_process,
	output wire [8:0] IR,
	output wire [8:0] R0,
	output wire [8:0] R1,
	output wire [8:0] R2,
	output wire [8:0] R3,
	output wire [8:0] R4,
	output wire [8:0] R5,
	output wire [8:0] R6,
	output wire [8:0] R7,
	output wire [8:0] A,
	output wire [8:0] G,
	output wire [8:0] addsub,
	output wire [3:0] Mux_out,
	output wire [15:0] en_reg
);
	wire [15:0]en_reg_wire;
	wire [8:0] mux_output_wire;
	wire [8:0] IR_output;
	register_9bit IR_reg(
								 .d(in_Din),
								 .clk(in_clk),
								 .en(en_reg_wire[12]),
								 .q(IR_output),
								 .re(in_re)
								);
	wire [8:0] R0_output;
	register_9bit R0_reg(
								 .d(mux_output_wire),
								 .clk(in_clk),
								 .en(en_reg_wire[0]),
								 .q(R0_output),
								 .re(in_re)
								);
	wire [8:0] R1_output;
	register_9bit R1_reg(
								 .d(mux_output_wire),
								 .clk(in_clk),
								 .en(en_reg_wire[1]),
								 .q(R1_output),
								 .re(in_re)
								);
	wire [8:0] R2_output;
	register_9bit R2_reg(
								 .d(mux_output_wire),
								 .clk(in_clk),
								 .en(en_reg_wire[2]),
								 .q(R2_output),
								 .re(in_re)
								);
	wire [8:0] R3_output;
	register_9bit R3_reg(
								 .d(mux_output_wire),
								 .clk(in_clk),
								 .en(en_reg_wire[3]),
								 .q(R3_output),
								 .re(in_re)
								);
	wire [8:0] R4_output;
	register_9bit R4_reg(
								 .d(mux_output_wire),
								 .clk(in_clk),
								 .en(en_reg_wire[4]),
								 .q(R4_output),
								 .re(in_re)
								);
	wire [8:0] R5_output;
	register_9bit R5_reg(
								 .d(mux_output_wire),
								 .clk(in_clk),
								 .en(en_reg_wire[5]),
								 .q(R5_output),
								 .re(in_re)
								);
	wire [8:0] R6_output;
	register_9bit R6_reg(
								 .d(mux_output_wire),
								 .clk(in_clk),
								 .en(en_reg_wire[6]),
								 .q(R6_output),
								 .re(in_re)
								);
	wire [8:0] R7_output;
	wire incr_pc;
	counter_9bit R7_reg(
								 .d(mux_output_wire),
								 .clk(in_clk),
								 .incr_pc(incr_pc),
								 .en_write(en_reg_wire[7]),
								 .q(R7_output),
								 .re(in_re)
								);
	register_1bit W_reg(
								 .d(en_reg_wire[14]),
								 .clk(in_clk),
								 .q(out_W),
								 .re(in_re)
								);
	register_9bit ADDR_reg(
								 .d(mux_output_wire),
								 .clk(in_clk),
								 .en(en_reg_wire[11]),
								 .q(out_Addr),
								 .re(in_re)
								);
	register_9bit Dout_reg(
								 .d(mux_output_wire),
								 .clk(in_clk),
								 .en(en_reg_wire[13]),
								 .q(out_Dout),
								 .re(in_re)
								);
	wire [8:0] G_output;
	wire [8:0] addsub_out;
	wire addsub_sel;
	register_9bit G_reg(
								 .d(addsub_out),
								 .clk(in_clk),
								 .en(en_reg_wire[8]),
								 .q(G_output),
								 .re(in_re)
								);
	wire A_eq_B;
	wire A_gt_B;
	wire A_lt_B;
	comparator comparator_unit(
								.A(G_output),      
								.B(9'h000),			 
								.A_eq_B(A_eq_B),   
								.A_gt_B(A_gt_B),   
								.A_lt_B(A_lt_B)    
							);
	wire[8:0] flag_reg_input = {6'b000000,A_lt_B,A_gt_B,A_eq_B}; 
	wire[8:0] flag_reg_output;
	register_9bit flag_reg(
								 .d(flag_reg_input),
								 .clk(in_clk),
								 .en(en_reg_wire[15]),
								 .q(flag_reg_output),
								 .re(in_re)
								);
	wire [8:0] A_output;
	register_9bit A_reg(
								 .d(mux_output_wire),
								 .clk(in_clk),
								 .en(en_reg_wire[10]),
								 .q(A_output),
								 .re(in_re)
								);
	addsub_9bit addsub_unit(
							.A(A_output),
							.B(mux_output_wire),
							.sub_mode(addsub_sel),  
							.result(addsub_out)
							);
	wire [3:0]mux_sel_wire;
	mux_9to1 Mux_unit(
							.in0(R0_output), 
							.in1(R1_output), 
							.in2(R2_output), 
							.in3(R3_output), 
							.in4(R4_output), 
							.in5(R5_output), 
							.in6(R6_output), 
							.in7(R7_output), 
							.in8(G_output),
							.in9(in_Din),
							.sel(mux_sel_wire),
							.out(mux_output_wire)
							);
	control_unit uut (
		.clk(in_clk),
		.reset(in_re),
		.run(in_run),
		.IR(IR_output),
		.flag(flag_reg_output),
		.mux_sel(mux_sel_wire),
		.en_reg(en_reg_wire),
		.incr_pc(incr_pc),
		.addsub_sel(addsub_sel),
		.step(step),
		.IR_process(IR_process)
	);
	assign IR = IR_output;
	assign R0 = R0_output;
	assign R1 = R1_output;
	assign R2 = R2_output;
	assign R3 = R3_output;
	assign R4 = R4_output;
	assign R5 = R5_output;
	assign R6 = R6_output;
	assign R7 = R7_output;
	assign A = A_output;
	assign G  = G_output;
	assign addsub = addsub_out;
	assign Mux_out = mux_sel_wire;
	assign en_reg = en_reg_wire;
endmodule
module addsub_9bit (
    input wire [8:0] A,
    input wire [8:0] B,
    input wire sub_mode,  
    output wire [8:0] result
);
    assign result = sub_mode ? (A - B) : (A + B);
endmodule
module comparator (
    input  wire [8:0] A,        
    input  wire [8:0] B,        
    output wire       A_eq_B,   
    output wire       A_gt_B,   
    output wire       A_lt_B    
);
    assign A_eq_B = (A == B);
    assign A_gt_B = (A > B);
    assign A_lt_B = (A < B);
endmodule
module control_unit (
    input run,
    input clk,
    input reset,
    input [8:0] IR,
	 input [8:0] flag,	 
    output reg [3:0] mux_sel,
    output reg [15:0] en_reg,  
    output reg incr_pc,
    output reg addsub_sel,  
    output reg W,
	 output reg [2:0] step,
	 output [8:0] IR_process
);
    wire [2:0] opcode = IR[8:6];
    wire [2:0] Rx = IR[5:3];
    wire [2:0] Ry = IR[2:0];
	 assign IR_process = IR;
    reg [2:0] next_step;
    always @(posedge clk or posedge reset) begin
        if (reset)
            step <= 0;
        else if(run)
            step <= next_step;
    end
    always @(*) begin
        next_step = step + 1;
        mux_sel = 4'b0000;
        en_reg  = 15'b0;
        incr_pc = 0;
        addsub_sel = 0;
        W = 0;
        if (step == 3'd0)
            en_reg[12] = 1;  
        case (opcode)
            3'b000: begin
                case (step)
                    3'd1: begin
                        mux_sel = {1'b0, Ry};   
                        en_reg[Rx] = 1;         
                    end
                    3'd2: begin
                        incr_pc = 1;           		 
                    end
                    3'd3: begin
                        mux_sel = {1'b0, 3'b111}; 	 
                        en_reg[11] = 1;           
                    end
                    3'd4: begin
                        next_step = 0;          
                    end
                endcase
            end
            3'b001: begin 
                case (step)
                    3'd1: begin
                        incr_pc = 1;            
                    end
                    3'd2: begin
                        mux_sel = {1'b0, 3'b111};  
                        en_reg[11] = 1;           
                    end
                    3'd3: begin
                        mux_sel = 9;          			 
                        en_reg[{1'b0,Rx}] = 1;         
                    end
                    3'd4: begin
                        incr_pc = 1;            
                    end
                    3'd5: begin
                        mux_sel = {1'b0, 3'b111};  
                        en_reg[11] = 1;           
                    end
                    3'd6: begin
                        next_step = 0;          
                    end
                endcase
            end
            3'b010: begin
                case (step)
                    3'd1: begin
                        mux_sel = {1'b0, Rx};   
                        en_reg[10] = 1;         
                    end
                    3'd2: begin
                        mux_sel = {1'b0, Ry};   
                        en_reg[8] = 1;          
                    end
                    3'd3: begin
                        mux_sel = 8;           	 
                        en_reg[Rx] = 1;  			 
                    end
                    3'd4: begin
                        incr_pc = 1;            
                    end
                    3'd5: begin
                        mux_sel = {1'b0, 3'b111};  
                        en_reg[11] = 1;           
                    end
                    3'd6: begin
                        next_step = 0;          
                    end
                endcase
            end
            3'b011: begin
                case (step)
                    3'd1: begin
                        mux_sel = {1'b0, Rx};   
                        en_reg[10] = 1;         
                    end
                    3'd2: begin
                        addsub_sel = 1;         
                        mux_sel = {1'b0, Ry};   
                        en_reg[8] = 1;          
                    end
                    3'd3: begin
                        mux_sel = 8;            
                        en_reg[Rx] = 1;         
                    end
                    3'd4: begin
                        incr_pc = 1;            
                    end
                    3'd5: begin
                        mux_sel = {1'b0, 3'b111};  
                        en_reg[11] = 1;           
                    end
                    3'd6: begin
                        next_step = 0;          
                    end
                endcase
            end
            3'b100: begin
                case (step)
                    3'd1: begin
                        mux_sel = {1'b0, Ry};   
                        en_reg[11] = 1;         
                    end
                    3'd2: begin
								mux_sel = 9;  			   
                        en_reg[Rx] = 1;         
                    end
						  3'd3: begin
                        incr_pc = 1;            
                    end
                    3'd4: begin
                        mux_sel = {1'b0, 3'b111};  
                        en_reg[11] = 1;           
                    end
                    3'd5: begin
                        next_step = 0;          
                    end
                endcase
            end
            3'b101: begin
                case (step)
                    3'd1: begin
                        mux_sel = {1'b0, Ry};   
                        en_reg[11] = 1;         
                    end
                    3'd2: begin
								mux_sel = {1'b0, Rx};   
                        en_reg[13] = 1;         
                    end
                    3'd3: begin
                        en_reg[14] = 1;         
                    end
						  3'd4: begin
                        incr_pc = 1;            
                    end
                    3'd5: begin
                        mux_sel = {1'b0, 3'b111};  
                        en_reg[11] = 1;           
                    end
                    3'd6: begin
                        next_step = 0;          
                    end
                endcase
            end
            3'b110: begin
                case (step)
						  3'd1: begin
                        en_reg[15] = 1;         
                    end
						  3'd2: begin
                        next_step = flag[0]? 4: next_step;  
                    end
                    3'd3: begin
                        mux_sel = {1'b0, Ry};   
                        en_reg[Rx] = 1;         
                    end
                    3'd4: begin
                        incr_pc = 1;           		 
                    end
                    3'd5: begin
                        mux_sel = {1'b0, 3'b111}; 	 
                        en_reg[11] = 1;           
                    end
                    3'd6: begin
                        next_step = 0;          
                    end
                endcase
            end
            default: begin
                next_step = 0;  
            end
        endcase
    end
endmodule
module counter_9bit (
    input wire clk,
    input wire re,          
    input wire en_write,    
    input wire incr_pc,     
    input wire [8:0] d,     
    output reg [8:0] q      
);
    always @(posedge clk) begin
        if (re)              
            q <= 9'b0;
        else if (en_write)   
            q <= d;
        else if (incr_pc)    
            q <= q + 1;
    end
endmodule
module mux_9to1 (
    input wire [8:0] in0, in1, in2, in3, in4, in5, in6, in7, in8, in9,
    input wire [3:0] sel,
    output reg [8:0] out
);
    always @(*) begin
        case (sel)
            4'd0: out = in0;
            4'd1: out = in1;
            4'd2: out = in2;
            4'd3: out = in3;
            4'd4: out = in4;
            4'd5: out = in5;
            4'd6: out = in6;
            4'd7: out = in7;
            4'd8: out = in8;
				4'd9: out = in9;
            default: out = 9'b0;
        endcase
    end
endmodule
module register_1bit (
    input wire d,
    input wire clk,
    input wire re,  
    output reg q
);
    always @(posedge clk) begin
        if (re)  
            q <= 0;
        else     
            q <= d;
    end
endmodule
module register_9bit (
    input wire [8:0] d,
    input wire clk,
    input wire en,  
    input wire re,  
    output reg [8:0] q
);
    always @(posedge clk) begin
        if (re)  
            q <= 9'b0;
        else if (en)  
            q <= d;
    end
endmodule
[/design/flow/run.sh]
#!/bin/bash
# OpenROAD 26Q1-2900-gdf79404cd8, Yosys 0.63+post, stock flow scripts
make -C /OpenROAD-flow-scripts/flow DESIGN_CONFIG=/design/flow/config.mk WORK_HOME=/design/flow/orfs finish
==> results.py <==
# Generated from Yosys and OpenROAD reports
metrics = {
    "cts": {
        "cts.repair.resized": 0,
        "h-tree-depth": 4,
        "clock_latency_ns": 0.42,
        "clk_pin_slew_worst_paths_ns": 0.06,
        "clockRootBuffer": "clkbuf_16",
        "clock_path_buffers": 2,
        "tritoncts": "yes",
        "cts_sinks": 122,
        "post_cts.repair.setup_buffers": 0,
        "numCtsBuffers": 17,
        "hold_buffers": 0,
    },
    "worst_setup_path": {
        "crit_start": "uut.step[1]",
        "timing_worst_setup_path_type": "reg2out",
        "critPathArrivalTime_ns": 7.33,
        "crit_path_end_kind": "output pin",
        "critPathLaunchType": "flop",
        "critPathRequiredTime_ns": 8.08,
        "slowest_delay_ns": 0.60,
        "cp_slowest_cell": "ha_1",
        "path_max_fanout": 22,
        "r2r_cells": 27,
        "r2r-start": "uut.step[1]",
        "r2r_end": "G_reg.q[8]",
        "rrSetupSlack_ns": 3.53,
    },
    "yosys": {
        "ys_seq_share_pct": 35.10,
        "edf_count": 0,
        "synth_cell_type_count": 76,
        "synth-area-yosys_um2": 7000,
        "top_cell_area_share_pct": 34.03,
        "synth_area_um2": 7000,
        "yosysWarnings": 5,
        "synthTopCellsByArea": "dfxtp_1 (34%), a211oi_1 (9.2%), nor2_1 (8.4%)",
        "top_area_cell": "dfxtp_1",
        "syn_area_per_cell_um2": 8.246,
        "async_flop_share_pct": 2.459,
        "syn_inst": 849,
        "ys_ff": 122,
        "dominantRegCellSynth": "dfxtp_1",
        "ys_cells": 849,
    },
    "place": {
        "gp_congestion": 0.9785,
        "dpl-instance-area_um2": 8591,
        "io_buffer_count": 169,
        "post-place-ws_ns": 1.426,
        "hpwl_mm": 17.38,
        "dp.cells": 1120,
    },
    "floorplanning": {
        "die_w_um": 120.3,
        "die_area_um2": 14480,
        "fp_util_pct": 52.04,
        "io_pins": 171,
        "row_count": 42,
        "coreArea_um2": 13450,
        "die_h_um": 120.3,
    },
    "global_routing": {
        "antenna_found_initial": 0,
        "grt_pass1_wl_mm": 38.29,
        "track_usage_pct": 35.91,
        "grt_pass1_vias": 6618,
        "grt-ovfl-total": 0,
        "grt_max_degree": 61,
    },
    "sta": {
        "rsz0062_at_grt": "no",
        "worst_slew_pin_slew_ns": 0.8084,
        "min_period_ns": 9.349,
        "max_slew_margin_pct": 45.90,
        "drv_slew": 0,
        "setup_viol": 0,
        "fmax_ghz": 0.1070,
        "hold_ws_ns": 0.4912,
        "worst_slack_ns": 0.7513,
        "worst_clock_skew_ns": 0.009230,
        "finalCritPeriodShare_pct": 92.56,
        "finalSetupTns_ns": 0,
        "hold_viol_final": 0,
    },
    "power_and_ir_drop": {
        "irDropWorstVdd_mv": 0.4903,
        "p_total_mw": 3.053,
        "p_leak_nw": 3.196,
        "power_density_nw_per_um2": 333.3,
    },
    "drt": {
        "viasPerCell": 6.120,
        "drt-initial-drc-count": 755,
        "route.detailed.drc": 0,
        "vias": 7050,
        "drt_pass1_iterations": 5,
        "wl_mm": 25.10,
        "wire_per_inst_um": 21.79,
        "antenna_left": 0,
        "diodes": 0,
    },
    "hold_path": {
        "hold_path.class": "reg2reg",
        "hold_depth": 2,
        "whs_endpoint": "ADDR_reg.q[8]",
        "hp-start": "ADDR_reg.q[8]",
    },
    "final_layout": {
        "logic_area_um2": 3950,
        "instances_no_fill": 1152,
        "fin_util_pct": 68.10,
        "syn2layout_area_growth_pct": 30.87,
        "regArea_um2": 2457,
        "final_area_um2": 9161,
        "layout-drive-gt1-share_pct": 8.197,
        "final.fill_count": 1013,
    },
    "run_status": {
        "outcome": "completed",
    },
    "job": {
        "max-cap-violations": 0,
        "tool_warnings": 31,
    },
}
Yosys cell counts (3+ instances only):
cell type  instances
nor3_1            10
nor2b_1            6
a31oi_1            5
mux2i_1           43
o21bai_1           3
nand3b_1           6
xnor2_1           12
mux2_1             6
clkbuf_1          42
xor2_1            11
a211oi_1          86
nor4_1             3
buf_2             25
dfrtp_1            3
nand4_1            7
and2_1             7
o22ai_1            5
nand3_1           18
inv_1             23
o2bb2ai_1          5
a21oi_1           44
ha_1              19
a32o_1             5
o21ai_0           26
a2bb2oi_1          4
nand2_1           42
dfxtp_1          119
and3_1             5
o21ai_1            3
mux2_2             3
a41oi_1            3
buf_4             26
a211o_1            3
inv_2              4
nor2_1           156
nand2b_1           5
a32oi_1            7
registers in the layout, summed over array words and instances (netlist names), 3 cells and up:
signal      cells
ADDR_reg.q      9
A_reg.q         9
Dout_reg.q      9
G_reg.q         9
IR_reg.q        9
R0_reg.q        9
R1_reg.q        9
R2_reg.q        9
R3_reg.q        9
R4_reg.q        9
R5_reg.q        9
R6_reg.q        9
R7_reg.q        9
uut.step        3
area by class of cell:
cell class / instances / share of cell area (%)
clock inverter: 12 / 1.243
timing repair buffer: 192 / 20.32
multi-input combinational: 603 / 43.12
tap: 176 / 2.404
sequential: 122 / 26.82
inverter: 27 / 1.106
clock buffer: 20 / 4.985
metal layers:
metal	global-route usage, %	wire length [µm]	up-vias
met5	0	0	-
met4	8.873	690	0
met3	13.63	2788	48
met2	50.83	10800	399
met1	52.86	10820	3354
li1	-	-	3249
logic make-up (layout without fill, tap and decap cells):
logic type                 count (synthesis)  after routing  share of synthesized area (%)
AOI/OAI and AO/OA                        224            224                          23.31
xor gates and xnor gates                  23             23                          2.878
adders and majority gates                 20             20                          3.682
buffers and inverters                    124            251                          8.704
DFF                                      122            122                          35.10
muxes                                     53             53                          7.918
other                                      1              1                        0.05357
and+or+nand+nor                          282            282                          18.36
layout by cell type, fill, tap and decap left out, drive strengths merged, types with 6 or more instances in the layout:
cell type | Yosys | final
nand3b | 7 | 7
nand2 | 43 | 43
nand4 | 7 | 7
a21oi | 45 | 45
o21ai | 29 | 29
xor2 | 11 | 11
a211oi | 88 | 88
nor2b | 6 | 6
inv | 27 | 30
nand3 | 18 | 18
mux2 | 9 | 9
mux2i | 44 | 44
a32oi | 8 | 8
clkbuf | 42 | 20
ha | 19 | 19
o22ai | 6 | 6
and2 | 8 | 8
nor3 | 12 | 12
xnor2 | 12 | 12
buf | 55 | 24
nor2 | 156 | 156
dfxtp | 119 | 119
clkdlybuf4s50 | 0 | 168
report_power, final:
| part | switching [mW] | internal (mW) | total (mW) |
|---|---|---|---|
| clock | 0.237 | 0.353 | 0.590 |
| sequential | 0.0729 | 0.539 | 0.612 |
| combinational | 0.997 | 0.853 | 1.85 |
worst max-delay path, delay by kind of cell, from the launching register on:
| family | cells | cell delay, ns |
|---|---|---|
| xor gates and xnor gates | 4 | 0.86 |
| muxes | 1 | 0.37 |
| adders and majority gates | 3 | 1.21 |
| and+or+nand+nor | 6 | 0.81 |
| DFF | 1 | 0.46 |
| buffers and inverters | 5 | 1.48 |
| AOI/OAI and AO/OA | 8 | 1.68 |
worst max path at each step:
stage / slack (ns) / endpoint
4_1_cts: 0.85 / addsub[8]
5_1_grt: 0.40 / addsub[8]
6_report: 0.75 / addsub[8]
